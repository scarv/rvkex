<file path="flow/constraint.sdc">
current_design xmul

set clk_period 37.2
set clk_io_pct 0.2

create_clock -name clk0 -period $clk_period [get_ports {clock}]

set non_clock_inputs [all_inputs -no_clocks]
set_input_delay [expr $clk_period * $clk_io_pct] -clock clk0 $non_clock_inputs
set_output_delay [expr $clk_period * $clk_io_pct] -clock clk0 [all_outputs]
</file>
<file path="flow/run.sh">
#!/bin/bash
# OpenROAD 26Q1-2900-gdf79404cd8, Yosys 0.63+post, stock flow scripts
make -C /OpenROAD-flow-scripts/flow DESIGN_CONFIG=/design/flow/config.mk WORK_HOME=/design/flow/orfs finish
</file>
<file path="flow/config.mk">
export PLATFORM = sky130hd
export DESIGN_NAME = xmul
export DESIGN_NICKNAME = xmul
export VERILOG_FILES = /design/flow/design.v
export SDC_FILE = /design/flow/constraint.sdc
export NUM_CORES = 4
export LEC_CHECK = 1
export CORE_UTILIZATION = 50
</file>
<file path="flow/design.v">
module xmul ( 
    input clock,
    input reset,
    input         req_valid,
    input         req_bits_dw,
    input  [ 5:0] req_bits_fn,
    input  [ 4:0] req_bits_tag,
    input  [63:0] req_bits_in1,
    input  [63:0] req_bits_in2,
    input  [63:0] req_in3,
    output [63:0] resp_data,
    output [ 4:0] resp_tag
    );
    localparam [5:0] FN_MUL    = 6'd0;  
    localparam [5:0] FN_MULH   = 6'd1;
    localparam [5:0] FN_MULHSU = 6'd2; 
    localparam [5:0] FN_MULHU  = 6'd3;
    localparam [5:0] FN_MADDL  = 6'd50;    
    localparam [5:0] FN_MADDH  = 6'd51;    
    localparam [5:0] FN_CADD   = 6'd52;    
    reg         val;
    reg         dw;
    reg  [ 5:0] fn;
    reg  [ 4:0] tag;
    reg  [63:0] in1;
    reg  [63:0] in2;
    reg  [63:0] in3;
    always @(posedge clock) begin
        if (reset) begin
        val <=  1'b0;
        dw  <=  1'b0;
        fn  <=  6'd0;
        tag <=  5'd0;
        in1 <= 64'd0;
        in2 <= 64'd0;
        in3 <= 64'd0;
        end else if (req_valid) begin
        val <=  1'b1;
        dw  <=  req_bits_dw;
        fn  <=  req_bits_fn;
        tag <=  req_bits_tag;
        in1 <=  req_bits_in1;
        in2 <=  req_bits_in2;
        in3 <=  req_in3;
        end else val <= 1'b0;
    end
    reg cmdHi, lhsSigned, rhsSigned, acc, add;
    always @(fn) begin
        case (fn)
        FN_MUL    : {cmdHi, lhsSigned, rhsSigned, acc, add} <= 5'b00000;
        FN_MULH   : {cmdHi, lhsSigned, rhsSigned, acc, add} <= 5'b11100;
        FN_MULHU  : {cmdHi, lhsSigned, rhsSigned, acc, add} <= 5'b10000;
        FN_MULHSU : {cmdHi, lhsSigned, rhsSigned, acc, add} <= 5'b11000;
        FN_MADDL  : {cmdHi, lhsSigned, rhsSigned, acc, add} <= 5'b00010;
        FN_MADDH  : {cmdHi, lhsSigned, rhsSigned, acc, add} <= 5'b10010;
        FN_CADD   : {cmdHi, lhsSigned, rhsSigned, acc, add} <= 5'b00001;
        default   : {cmdHi, lhsSigned, rhsSigned, acc, add} <= 5'bxxxxx;
        endcase
    end
    wire signed [ 64:0]  lhs  = {lhsSigned && in1[63], in1};
    wire signed [ 64:0]  rhs  = {rhsSigned && in2[63], in2};
    wire signed [128:0] prod  = lhs * rhs;
    wire signed [128:0] add2  = lhs + rhs;
    wire signed [128:0] padd  = in3 + prod;
    wire signed [ 64:0] cadd  = in3 + {{63{1'b0}}, add2[64]};
    wire [127:0] proadd = acc ? padd[127:0] : prod[127:0];
    wire [ 63:0] muxed  = add ? cadd[ 63:0] : (cmdHi? proadd[127:64] : ((~dw)? {{32{proadd[31]}}, proadd[31:0]} : proadd[ 63:0]));
    reg  [  4:0] tag_pp;
    reg  [128:0] pro_pp;
    always @(posedge clock) begin
        if (reset) begin
        tag_pp <=  5'd0;
        pro_pp <= 64'd0;
        end else if (val) begin
        tag_pp <=   tag;
        pro_pp <=   muxed;
        end 
    end
    assign resp_data = pro_pp;
    assign resp_tag  = tag_pp;
endmodule
</file>
==> qor.csv <==
stage;metric;value;unit
global_route;overflow;0;
logic_synthesis;synth-async-reset-ratio;0;
floorplan;die_area;0.324;mm²
clocking;postCtsHoldBufs;0;
logic_synthesis;ys_cells;18200;
detailed_routing;wl_per_cell;23.8;µm
floorplan;fp_util;0.502;
logic_synthesis;ff_type;dfxtp_1;
pwr;ir_drop;0.160;mV
floorplan;die_h;570;µm
logic_synthesis;yosysSeqAreaShare;0.0340;
pwr;switching_share;0.662;
final_timing;slew_headroom;0.266;
clocking;cts_root_buf;clkbuf_16;
detailed_routing;wirelength;524000;µm
pwr;switching_power;7.22;mW
place;dpl.hpwl;445000;µm
clocking;clk_latency;0.74;ns
final_timing;maxSlewViolCount;0;
final_timing;finalCritPeriodShare;0.408;
final_timing;worst_pin_slew;1.09;ns
pwr;power.clock.fraction;0.042;
final_timing;fin_crit;15.18;ns
final_timing;rsz0062_at_grt;false;
worst_setup_path;critPathKind;reg2reg;
global_route;grt_pass1_vias;129000;
floorplan;num_rows;208;
worst_setup_path;reg2reg_slack;22.02;ns
final_timing;fin_skew;0.0608;ns
clocking;clkSlewWorstSetupHoldPaths;0.06;ns
pwr;pwr-share-seq;0.038;
place;portBuffers;275;
worst_setup_path;crit_slowest_cell;or4_1;
worst_setup_path;required;37.79;ns
logic_synthesis;area_leaders;fa_1, inv_1, nand2_1;
clocking;post_cts.resized_instances;0;
floorplan;chipWidth;570;µm
pwr;intPower;3.69;mW
pwr;power.density;64.6;mW/mm²
logic_synthesis;avgSynthCellArea;8.86;µm²
final_timing;fmaxAchievable;65.9;MHz
pwr;p_comb_frac;0.919;
logic_synthesis;syn_area;0.161;mm²
clocking;cts_buffers;43;
detailed_routing;drcViolationCount;0;
detailed_routing;viasPerCell;5.43;
logic_synthesis;ys_types;106;
place;gp_congestion;1.03;
worst_setup_path;start_kind;register;
worst_setup_path;crit_top_cell;fa_1;
logic_synthesis;ys.warnings.count;1;
run;warning_count;25;
cells_and_area;syn_to_final_growth;4.74;%
run;drv_cap;0;
logic_synthesis;yosysTopAreaCellShare;0.555;
final_timing;finalSetupViolCount;0;
final_timing;finalSetupTns;0;ns
worst_setup_path;max_stage_delay;0.79;ns
worst_setup_path;cp.arrival;15.77;ns
pwr;power_leakage;79.8;nW
clocking;clk_path_buf_depth;3;
logic_synthesis;ys_area;0.161;mm²
detailed_routing;ant_nets;0;
global_route;grt_start_max_net_pins;80;
clocking;numClockSinks;274;
final_timing;hold_viol;0;
cells_and_area;fillers;30100;
detailed_routing;firstDrtPassIters;6;
detailed_routing;vias;119000;
worst_setup_path;crit_fanout;35;
hold_path;hp-class;reg2reg;
floorplan;pin_count;276;
global_route;antenna_found_initial;27;
clocking;tritoncts;done;
floorplan;coreArea;0.321;mm²
worst_setup_path;end_kind;register;
global_route;track_usage;0.369;
clocking;htree_levels;2;
logic_synthesis;syn_inst;18200;
clocking;cts_setup_buffers;0;
detailed_routing;drt_iter0_drc;6138;
run_status;status;complete, no violations;
global_route;grt_first_pass_wirelength;818000;µm
cells_and_area;layout-drive-gt1-share;0.0333;
logic_synthesis;yosysTopAreaCell;fa_1;
logic_synthesis;edf_count;0;
cells_and_area;utilization;0.526;
logic_synthesis;synth-seq-cells;274;
## worst paths after layout
kind | startpoint | end | cells past startpoint
worst min-delay path | pro_pp[31] | pro_pp[31] | 2
worst max register to register | in2[9] | pro_pp[50] | 38
worst max-delay path | in2[9] | pro_pp[50] | 38
worst min register to register | pro_pp[31] | pro_pp[31] | 2
## cell usage after synthesis (11+ instances only)
master	n
a211o_1	11
a211oi_1	55
a21boi_0	16
a21o_1	87
a21oi_1	382
a221oi_1	25
a22o_1	11
a311oi_1	11
a31oi_1	38
and2_1	1192
and3_1	39
and4_1	19
buf_1	27
buf_2	38
buf_4	16
clkbuf_1	1045
dfxtp_1	274
fa_1	4469
ha_1	574
inv_1	4379
mux2i_1	219
nand2_1	3308
nand2b_1	26
nand3_1	81
nand4_1	128
nor2_1	546
nor2b_1	26
nor3_1	85
nor4_1	34
o211ai_1	36
o21a_1	41
o21ai_0	257
o21ai_1	26
o21bai_1	38
o221ai_1	18
o22ai_1	14
o31ai_1	21
or2_2	29
or3_1	23
or4_1	16
xnor2_1	182
xor2_1	110
## power by group through the flow
stage,Clock [mW],Combinational (mW),Sequential [mW]
CTS,0.473,9.77,0.413
global route,0.479,10.8,0.421
finish,0.461,10.0,0.418
## through the flow
step           worst slack, ns  std cells  total power [mW]  area (µm²)  hold slack [ns]
2_1_floorplan            24.36      18200              6.43      161000            0.399
3_3_place_gp             22.17      21900              10.2      167000            0.436
3_5_place_dp             22.35      21900              10.1      167000            0.434
4_1_cts                  22.26      22000              10.7      169000            0.452
5_1_grt                  21.56      22000              11.7      169000            0.487
6_report                 22.02      22000              10.9      169000            0.452
## placed cells by master, fill, tap and decap left out, types with 41 or more instances in the layout
cell type	n
buf_4	280
inv_1	4379
clkdlybuf4s50_1	273
a211oi_1	55
and2_1	1192
o21ai_0	257
xor2_1	110
nand3_1	80
fa_1	4468
clkbuf_16	43
a21o_1	87
ha_1	574
o21a_1	41
nand2_1	3307
mux2i_1	219
nor2_1	545
nand4_1	128
dfxtp_1	145
nor3_1	85
dfxtp_2	129
a21oi_1	382
xnor2_1	182
## registers in the layout, indices dropped and copies added, names as in the netlist, 5 cells and up
name	flops
in1	64
in2	64
in3	64
pro_pp	64
fn	6
tag	5
tag_pp	5
## routing by layer
| layer | up-vias | global-route usage | part of all wire |
|---|---|---|---|
| met5 | - | 0.0146 | 0.0013 |
| met4 | 34 | 0.0781 | 0.030 |
| met3 | 717 | 0.219 | 0.15 |
| met2 | 5610 | 0.504 | 0.43 |
| met1 | 61700 | 0.538 | 0.39 |
| li1 | 51400 | - | - |
## area by class of cell
| type | count | area (µm²) | area share |
|---|---|---|---|
| multi-input combinational | 12400 | 135000 | 0.799 |
| inverter | 4380 | 16400 | 0.0974 |
| sequential | 274 | 5650 | 0.0335 |
| tap | 4305 | 5390 | 0.0319 |
| timing repair buffer | 560 | 4960 | 0.0294 |
| clock buffer | 52 | 1160 | 0.00687 |
| clock inverter | 28 | 312 | 0.00185 |
| antenna | 6 | 15.0 | 0.0000890 |
## critical path: cells and delay by family, from the launching register on
kind / cells / cell delay, ns
fa+ha+maj: 12 / 5.87
flops: 1 / 0.61
compound gates: 6 / 2.06
buf+inv: 5 / 1.00
xor+xnor: 2 / 0.79
simple gates: 13 / 4.66
## cell families (layout without fill, tap and decap cells)
kind of cell | Yosys count | after routing | synth area share
buf+inv | 5511 | 5020 | 0.129
xor+xnor | 292 | 292 | 0.0159
mux | 220 | 220 | 0.0137
fa+ha+maj | 5043 | 5043 | 0.600
simple gates | 5626 | 5626 | 0.159
other cells | 0 | 6 | 0
flops | 274 | 274 | 0.0340
compound gates | 1209 | 1209 | 0.0478
Power and IR drop assume default switching activity.
