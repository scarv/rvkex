==> design.v <==
module csidh_ise2 (
input  wire [63:0]  rs1,
input  wire [63:0]  rs2,
input  wire [ 5:0]  shamt,
input  wire         op_sraiadd,
output wire [63:0]  rd
);
wire [63:0] wshr= ({64{shamt[5]}} & {{32{rs2[63]}},l16rs2shr[63:32]}) | ({64{!shamt[5]}} &l16rs2shr[63:0]); 
        wire [63:0] l16rs2shr= ({64{shamt[4]}} & {{16{rs2[63]}}, l8rs2shr[63:16]}) | ({64{!shamt[4]}} & l8rs2shr[63:0]); 
        wire [63:0] l8rs2shr = ({64{shamt[3]}} & {{ 8{rs2[63]}}, l4rs2shr[63: 8]}) | ({64{!shamt[3]}} & l4rs2shr[63:0]); 
        wire [63:0] l4rs2shr = ({64{shamt[2]}} & {{ 4{rs2[63]}}, l2rs2shr[63: 4]}) | ({64{!shamt[2]}} & l2rs2shr[63:0]); 
        wire [63:0] l2rs2shr = ({64{shamt[1]}} & {{ 2{rs2[63]}}, l1rs2shr[63: 2]}) | ({64{!shamt[1]}} & l1rs2shr[63:0]); 
        wire [63:0] l1rs2shr = ({64{shamt[0]}} & {{ 1{rs2[63]}}, l0rs2shr[63: 1]}) | ({64{!shamt[0]}} & l0rs2shr[63:0]); 
        wire [63:0] l0rs2shr = rs2;
wire [63:0] res = rs1 + wshr;
assign      rd  = {64{op_sraiadd}} & res ;
endmodule
==> run.sh <==
#!/bin/bash
# OpenROAD 26Q1-2900-gdf79404cd8, Yosys 0.63+post, stock flow scripts
make -C /OpenROAD-flow-scripts/flow DESIGN_CONFIG=/design/flow/config.mk WORK_HOME=/design/flow/orfs finish
==> config.mk <==
export PLATFORM = sky130hd
export DESIGN_NAME = csidh_ise2
export DESIGN_NICKNAME = csidh_ise2
export VERILOG_FILES = /design/flow/design.v
export SDC_FILE = /design/flow/constraint.sdc
export NUM_CORES = 4
export LEC_CHECK = 1
export CORE_UTILIZATION = 50
==> constraint.sdc <==
current_design csidh_ise2

set clk_period 37.9
set clk_io_pct 0.2

create_clock -name clk0 -period $clk_period

set non_clock_inputs [all_inputs -no_clocks]
set_input_delay [expr $clk_period * $clk_io_pct] -clock clk0 $non_clock_inputs
set_output_delay [expr $clk_period * $clk_io_pct] -clock clk0 [all_outputs]
==> Slide: Implementation Results <==
Physical Implementation Snapshot

Global routing
  – GR Overflow Total: 0
  – Antenna violations before repair: 0
  – Largest net degree at the start of global routing: 79
  – First-pass GRT wire length: 46700 microns
  – Vias in the first global route: 8799
  – GRT Total Usage: 34.7%

Floorplanning
  – Initial Utilization: 51.9%
  – Core Box Area: 0.0161 sq mm
  – Die Size: 0.0172 sq mm
  – Die y size: 131 microns
  – Row count: 46
  – Die W: 131 microns
  – Top Ports: 199

Final layout
  – Sequential Area: 0 sq um
  – Area grow syn2layout: 23.3%
  – Flop count: 0
  – Layout cells sized above 1: 9.57%
  – Number of clock buffers in the layout: 0

Synth
  – Commonest cells post-synth: nand2_1, nor2_1, a21oi_1, o21ai_0, ha_1
  – Mean Syn Cell Area: 6.96 sq um
  – Sequential area share after synthesis: 0%
  – Cell area after synthesis: 0.00836 sq mm
  – Ys cells: 1201
  – Synth area leader: mux4_2
  – Synth top area cells: mux4_2, ha_1, mux2i_1
  – Area leader share: 13.5%
  – Most common cell in the netlist: nand2_1
  – Yosys synthesis chip area: 0.00836 sq mm
  – Syn. warnings: 0
  – Cells after Synth: 1201
  – Unique cell type count in the Yosys netlist: 74

Run
  – Max-Cap Viols: 0
  – Tool warnings: 48

Critical path
  – Buf/Inv on CP: 5
  – CP startpoint kind: input port
  – CP cell instances: clkdlybuf4s50_1 > buf_4 > inv_2 > buf_4 > mux4_2 > nor2_1 > a21oi_1 > mux2_2 > o21ai_0 > ha_1 > fa_1 > nand3_1 > a21oi_1 > o21ai_1 > a21oi_1 > nor3_2 > o31ai_4 > a31oi_1 > o31ai_1 > mux2i_1 > clkdlybuf4s50_1
  – Crit path max fanout: 42
  – Worst Path Required: 30.32 ns
  – Slowest cell on the critical path: mux4_2
  – Crit path DAT: 13.56 ns
  – Setup CP Type: input port to output port
  – CP delay by family, top: AND-OR/OR-AND gates
  – Crit path largest cell delay: 0.57 ns
  – CP Depth: 21
  – Most common cell on crit path: a21oi_1
  – Critical Path End Type: output port

Routing
  – Vias per inst: 6.13
  – Residual DRC: 0
  – First DRT Iteration DRCs: 811
  – WL final: 29700 microns
  – DRT Pass-1 Iters: 5
  – WL/cell: 19.2 microns
  – Diodes inserted: 0
  – Vias: 9464
  – Final ANT Viol Nets: 0

Timing
  – Tmin final: 21.14 ns
  – Slew Limit Fails: 0
  – RSZ-0062 raised after global routing: no
  – Slew @ Worst Pin: 0.823 ns
  – Slew margin rel.: 45.1%
  – Setup violators final: 0
  – Final period util: 55.8%
  – Setup tns final: 0 ns
  – Hold Vio Cnt, Final: 0
  – F_max: 0.0473 GHz

Min path
  – Hold-critical path endpoint: rd[63]
  – Worst hold stages: 4
  – Worst hold path type: input port to output port
  – Hold Crit Start: op_sraiadd

Pwr
  – Logic pwr share: 100.0%
  – Peak supply drop: 0.0144 mV
  – Net switching fraction of the power: 52.8%
  – PD cells: 23.1 mW/mm^2
  – Clock power frac: 0%
  – Internal: 113 uW
  – Flop pwr share: 0%
  – Psw: 126 uW
  – Total power: 239 uW
  – Leakage power: 4.31 nW

Status
  – Outcome: completed

Clocking
  – Post-CTS Setup Inserts: 0
  – Cts repair resizes: 0
  – Hold buffer count at cts: 0

Place
  – Hpwl dp: 24900 microns
  – GPL Wtd Cong: 1.03
  – PortBufs: 199
final cells by class:
| type | count | area (sq um) |
|---|---|---|
| inverter | 20 | 75.1 |
| multi-input combinational | 1095 | 7890 |
| timing repair buffer | 212 | 2070 |
| tap | 216 | 270 |
| fill | 1479 | 5810 |
worst max path at each step:
stage	start	end	slack, ns
6_report	shamt[2]	rd[60]	16.76
5_1_grt	shamt[2]	rd[58]	16.31
4_1_cts	shamt[2]	rd[58]	16.81
per-layer routing:
layer | wire (microns) | track usage [%] | vias up
li1 | - | - | 4672
met1 | 12800 | 48.6 | 4315
met2 | 13300 | 55.1 | 419
met3 | 2470 | 5.78 | 58
met4 | 1060 | 10.6 | 0
met5 | 0 | 0 | -
cell usage in the layout (no fill, tap or decap), types with 6 or more instances in the layout:
master / n
clkdlybuf4s50_1: 195
nor3_1: 19
mux2_2: 35
a31oi_1: 16
mux4_2: 50
and3_1: 7
and2_1: 11
a21boi_0: 6
o211ai_1: 6
nand4_1: 18
o21a_1: 14
a21o_1: 32
nor2b_1: 8
xnor2_1: 20
nor2_1: 153
a211oi_1: 11
o21bai_1: 17
inv_1: 16
nand3_1: 17
a21oi_1: 117
xor2_1: 28
mux2i_1: 77
nand2_1: 190
nand2b_1: 12
ha_1: 78
o21ai_1: 10
o31ai_1: 8
buf_4: 14
o21ai_0: 88
worst min-delay path: stages:
cell and delay, ns:
clkdlybuf4s50_1 0.40, buf_4 0.22, o21a_1 0.13, clkdlybuf4s50_1 0.40
through the flow:
stage	cells	setup WS (ns)	utilization, %	hold WS (ns)	cell area [sq um]
final	1543	16.76	64.0	16.31	10300
after global routing	1543	16.31	64.0	16.36	10300
after CTS	1543	16.81	64.0	16.32	10300
after detailed placement	1543	16.83	64.0	16.31	10300
after global placement	1543	16.82	64.0	16.31	10300
after floorplan	1201	18.88	-	15.24	8360
power by group through the flow:
stage,Sequential (mW),Combinational (mW),Clock [mW]
6_report,0,0.239,0
5_1_grt,0,0.261,0
4_1_cts,0,0.236,0
logic make-up (layout without fill, tap and decap cells):
group                    count (synthesis)  count (layout)  synth area share, %
adder cells (fa/ha/maj)                 79              79                 11.9
buffers and inverters                  106             232                 5.63
AND-OR/OR-AND                          357             357                 26.8
multiplexers                           162             162                 27.4
XOR/XNOR                                48              48                 5.03
AND/OR/NAND/NOR                        449             449                 23.2
Power figures rest on the tool's default switching activity, not on a simulated workload.
