===== flow/config.mk =====
export PLATFORM = sky130hd
export DESIGN_NAME = csidh_ise3
export DESIGN_NICKNAME = csidh_ise3
export VERILOG_FILES = /design/flow/design.v
export SDC_FILE = /design/flow/constraint.sdc
export NUM_CORES = 4
export LEC_CHECK = 1
export CORE_UTILIZATION = 30

===== flow/constraint.sdc =====
current_design csidh_ise3

set clk_period 40.4
set clk_io_pct 0.2

create_clock -name clk0 -period $clk_period

set non_clock_inputs [all_inputs -no_clocks]
set_input_delay [expr $clk_period * $clk_io_pct] -clock clk0 $non_clock_inputs
set_output_delay [expr $clk_period * $clk_io_pct] -clock clk0 [all_outputs]

===== flow/design.v =====
module csidh_ise3 (
input  wire [63:0]  rs1,
input  wire [63:0]  rs2,
input  wire [ 3:0]  imm,
input  wire         op_csidh_sub,
input  wire         op_csidh_andadd,
input  wire         op_csidh_subadd,
output wire [63:0]  rd
);
wire [63:0] immdec = (imm == 0)? 64'h0181B90533C6C87B :
                     (imm == 1)? 64'h010DFA2BD6541A8D :
                     (imm == 2)? 64'h003307C2D3C9709C :
                     (imm == 3)? 64'h00ACFE6AA0EA2CE6 :
                     (imm == 4)? 64'h01322C9CDA7AAC6C :
                     (imm == 5)? 64'h00446212D7DFE634 :
                     (imm == 6)? 64'h01312AD0B420EBB7 :
                     (imm == 7)? 64'h017FF91561A2BC7C :
                     (imm == 8)? 64'h0065B48E8F740F89 :
                       64'h0000000000000000 ;
wire [63:0] csidh_sub    = rs1 - immdec;
wire [63:0] csidh_subadd = rs1 - immdec   + rs2;
wire [63:0] csidh_andadd = (rs1 & immdec) + rs2;
assign rd = {64{ op_csidh_andadd }} & csidh_andadd |
            {64{ op_csidh_subadd }} & csidh_subadd |
            {64{ op_csidh_sub    }} & csidh_sub    ;
endmodule

===== flow/run.sh =====
#!/bin/bash
# OpenROAD 26Q1-2900-gdf79404cd8, Yosys 0.63+post, stock flow scripts
make -C /OpenROAD-flow-scripts/flow DESIGN_CONFIG=/design/flow/config.mk WORK_HOME=/design/flow/orfs finish

==> impl_metrics.env <==
# implementation run metrics
export IMPL_num_io_pins=199
export IMPL_syn2layout_area_growth_pct=18.8
export IMPL_drv_slew=0
export IMPL_p_switching_w=0.000250
export IMPL_clock_buffer_count=0
export IMPL_antenna_found_initial=1
export IMPL_chipArea_mm2=0.0447
export IMPL_worstHoldPathCells=4
export IMPL_slowest_stage="clkdlybuf4s50_1"
export IMPL_finalHoldViolCount=0
export IMPL_min_delay_start="op_csidh_sub"
export IMPL_finalCriticalPeriod_ns=25.21
export IMPL_avgViaCountPerCell=5.71
export IMPL_overflow=0
export IMPL_ys_seq_share_pct=0
export IMPL_dp_hpwl_um=50300
export IMPL_ys_chip_area_mm2=0.0132
export IMPL_grt_pass1_wl_um=86500
export IMPL_seqPwrFrac_pct=0
export IMPL_post_cts_buffers=0
export IMPL_fin_area_mm2=0.0156
export IMPL_status="finished, final reports clean"
export IMPL_startpoint_type="input pin"
export IMPL_die_w_um=211
export IMPL_combPwrFrac_pct=100.0
export IMPL_place_area_mm2=0.0156
export IMPL_drc=0
export IMPL_hold_class="in2out"
export IMPL_initial_utilization_pct=30.5
export IMPL_antenna_cells=0
export IMPL_final_util_pct=36.2
export IMPL_worstSetupPathType="in2out"
export IMPL_power_share_clock_pct=0
export IMPL_ys_types=75
export IMPL_cp_max_fo=23
export IMPL_cts_hold_buf=0
export IMPL_maxCapViolCount=0
export IMPL_ys_cells=1958
export IMPL_grt_use_total_pct=25.8
export IMPL_synth_area_mm2=0.0132
export IMPL_avgSynthCellArea_um2=6.72
export IMPL_rows=76
export IMPL_die_h_um=211
export IMPL_critical_path_max_stage_delay_ns=0.98
export IMPL_wirelength_um=58000
export IMPL_report_power_total_w=0.000444
export IMPL_grt_pass1_vias=14200
export IMPL_whs_ns=17.09
export IMPL_setup_violations=0
export IMPL_p_int_w=0.000194
export IMPL_ant_nets=0
export IMPL_rsz0062_at_grt="false"
export IMPL_tool_warnings=95
export IMPL_setup_tns_ns=0
export IMPL_netSwitchingFraction_pct=56.4
export IMPL_critPathArrivalTime_ns=17.13
export IMPL_fmax_mhz=39.7
export IMPL_worst_slew_pin_slew_ns=0.906
export IMPL_place_congestion=1.05
export IMPL_wl_per_cell_um=21.8
export IMPL_flop_area_um2=0
export IMPL_min_to="rd[63]"
export IMPL_required_ns=32.32
export IMPL_syn_inst=1958
export IMPL_grt_max_degree=44
export IMPL_place_port_buffers=199
export IMPL_cts_resized_gates=0
export IMPL_powerDensity_mw_per_mm2=28.4
export IMPL_p_leak_nw=7.08
export IMPL_core_area_mm2=0.0432
export IMPL_drive_gt1_share_pct=2.26
export IMPL_finalCritPeriodShare_pct=62.4
export IMPL_irDropWorstVdd_mv=0.00889
export IMPL_crit_path_end_kind="output pin"
export IMPL_yosysWarnings=0
export IMPL_dr_total_vias=15200
export IMPL_flops=0
export IMPL_drtIter0Drc=1348
export IMPL_first_pass_iters=8
export IMPL_max_slew_margin_rel_pct=38.0
cell usage after synthesis (29+ instances only):
cell / instances / area [um2]
ha_1: 240 / 3000
nor2_1: 133 / 499
a222oi_1: 29 / 290
nand2_1: 167 / 627
o21ai_0: 125 / 626
nand4_1: 42 / 263
o21a_1: 31 / 233
clkbuf_1: 91 / 342
nor3_1: 36 / 180
a21oi_1: 195 / 976
xor2_1: 76 / 666
nor2b_1: 37 / 231
inv_1: 143 / 537
o21bai_1: 35 / 263
xnor2_1: 100 / 876
nand3_1: 39 / 195
a21o_1: 96 / 721
nand2b_1: 30 / 188
layout by cell type (no fill, tap or decap), types with 29 or more instances in the layout:
cell and instances:
nor2_1 133, o21ai_0 125, xnor2_1 100, o21a_1 31, xor2_1 76, nor2b_1 37
nand3_1 39, ha_1 240, a21o_1 96, o21bai_1 35, nand2_1 167, a222oi_1 29
nand4_1 42, nor3_1 36, a21oi_1 195, inv_1 143, clkdlybuf4s50_1 196, nand2b_1 30
cell families after synthesis:
logic type / Yosys count / synth area share (%)
xor gates and xnor gates: 176 / 11.7
AOI/OAI and AO/OA: 719 / 36.8
adders and majority gates: 243 / 23.3
and+or+nand+nor: 579 / 21.4
buffers and inverters: 241 / 6.88
worst max-delay path, delay by kind of cell:
| family | cells | cell delay [ns] |
|---|---|---|
| AND/OR/NAND/NOR | 8 | 1.68 |
| adder cells (fa/ha/maj) | 2 | 0.79 |
| AND-OR/OR-AND | 15 | 4.38 |
| XOR/XNOR | 2 | 0.26 |
| buffers and inverters | 4 | 1.94 |
power by group through the flow:
| stage | Combinational [W] | Clock, W | Sequential (W) |
|---|---|---|---|
| CTS | 0.000440 | 0 | 0 |
| global route | 0.000485 | 0 | 0 |
| finish | 0.000444 | 0 | 0 |
layout make-up:
| cell class | instances | area [um2] |
|---|---|---|
| fillers | 4665 | 27500 |
| multi-input cells | 1717 | 12300 |
| repair buffers | 216 | 2100 |
| well taps | 585 | 732 |
| inverters | 144 | 541 |
metrics by stage:
stage | instances | worst slack (ns)
6_report | 2662 | 15.19
2_1_floorplan | 1958 | 18.27
3_5_place_dp | 2662 | 15.50
3_3_place_gp | 2662 | 15.48
4_1_cts | 2662 | 15.44
5_1_grt | 2662 | 14.69
routing by layer:
metal  vias up  global-route usage, %  wire length, um
met5         -                      0                0
met4         0                   6.07             1570
met3        65                   3.15             4080
met2       644                   39.3            24900
met1      7030                   38.5            27400
li1       7470                      -                -
how the worst max path moves through the flow:
stage	start	endpoint	slack, ns
after global routing	imm[2]	rd[63]	14.69
after CTS	imm[2]	rd[61]	15.44
final	imm[2]	rd[61]	15.19
Power and IR drop assume default switching activity.
